## /design/flow/run.sh

```bash
#!/bin/bash
# OpenROAD 26Q1-2900-gdf79404cd8, Yosys 0.63+post, stock flow scripts
make -C /OpenROAD-flow-scripts/flow DESIGN_CONFIG=/design/flow/config.mk WORK_HOME=/design/flow/orfs finish
```

## /design/flow/config.mk

```make
export PLATFORM = sky130hd
export DESIGN_NAME = register_file
export DESIGN_NICKNAME = register_file
export VERILOG_FILES = /design/flow/design.v
export SDC_FILE = /design/flow/constraint.sdc
export NUM_CORES = 4
export LEC_CHECK = 1
export CORE_UTILIZATION = 30
```

## /design/flow/constraint.sdc

```tcl
current_design register_file

set clk_period 5.1
set clk_io_pct 0.2

create_clock -name clk0 -period $clk_period [get_ports {clk}]

set non_clock_inputs [all_inputs -no_clocks]
set_input_delay [expr $clk_period * $clk_io_pct] -clock clk0 $non_clock_inputs
set_output_delay [expr $clk_period * $clk_io_pct] -clock clk0 [all_outputs]
```

## /design/flow/design.v

```verilog
package data_types;
  typedef enum logic [1:0] {
    ADD = 2'b00,
    SUB = 2'b01,
    MUL = 2'b10
  } sel_t;
  typedef enum logic {
    WITH_CARRY = 1'b1,
    NO_CARRY   = 1'b0
  } mode_t;
endpackage
interface adder_if();
  logic 		rstn;
  logic [7:0] 	a;
  logic [7:0] 	b;
  logic [7:0] 	sum;
  logic 		carry;
endinterface
interface clk_if();
  logic tb_clk;
  initial tb_clk <= 0;
  always #10 tb_clk = ~tb_clk;
endinterface
module register_file #(
  parameter DATA_WIDTH = 32,
  parameter DEPTH = 32,
  localparam ADDR_WIDTH = $clog2(DEPTH)
) (
  input logic clk,
  input logic [ADDR_WIDTH-1:0] wr_addr,
  input logic [DATA_WIDTH-1:0] wr_data,
  input logic wr_enable,
  input logic [ADDR_WIDTH-1:0] rd_addr1,
  output logic [DATA_WIDTH-1:0] rd_data1,
  input logic [ADDR_WIDTH-1:0] rd_addr2,
  output logic [DATA_WIDTH-1:0] rd_data2
);
  logic [DATA_WIDTH-1:0] ram[DEPTH];
  always_ff @(posedge clk) begin
    if (wr_enable == 1'b1) ram[wr_addr] <= wr_data;
  end
  always_comb rd_data1 = ram[rd_addr1];
  always_comb rd_data2 = ram[rd_addr2];
endmodule : register_file
```

==> out/results.tsv <==
metric	value	unit
Pwr per Cell Area	325	nW/um^2
count of placed standard cells including taps	5591	
total of cells resized after clock tree synthesis	0	
post-route design area	56900	sq um
CP max stage cell	sky130_fd_sc_hd__clkdlybuf4s50_1	
Sequential Power Share	0.508	
via total after detailed routing	31200	
Yosys Chip Area	48800	sq um
setup TNS	0	ps
proportion of layout cells with a drive suffix above 1	0.106	
registers with the most flip-flops	ram x1024	
gr ovfl total	0	
fp_density	0.303	
CTS buffer count	100	
leakage dissipation	0.0206	uW
tally of OpenROAD warnings	26	
CP required	4080	ps
final routed wire length divided by cell count	26.8	um
post-synthesis cell type count	23	
result of the run	finished, final reports clean	
capture point of the worst path	rd_data1[1]	
series of cell instances along the critical path	clkdlybuf4s50_1 -> nor2b_4 -> buf_4 -> a22o_1 -> nor3_1 -> a31oi_1 -> nand3_1 -> clkdlybuf4s50_1	
CTS tree	done	
largest net degree at the start of global routing	71	
share of total power consumed by net switching	0.237	
buffer count from post-CTS setup fixing	0	
vertical extent of the die	405	um
TritonCTS Sinks	1024	
Net Switching	4390	uW
DRT met1 WL	56000	um
Buffers & Inverters on Critical Path	3	
clock share of power	0.394	
detailed-route vias per instance	5.41	
routability congestion estimate from global placement	0.882	
Combinational Power Share	0.098	
critical path arrival	3880	ps
post-route non-filler standard cell count	5777	
number of ports placed on the die boundary	113	
first-pass GRT wire length	222000	um
Max Root-Sink Buffers	3	
largest register by flop count	ram	
total DRC errors in the routed layout	0	
number of buffer cells added on primary ports	112	
standard cell area after detailed placement	53700	sq um
die outline area	164000	sq um
nature of the critical path startpoint	input pin	
number of detailed-route iterations in the first pass	6	
Setup-failing EPs final	0	
Most Frequent Cell on Critical Path	sky130_fd_sc_hd__clkdlybuf4s50_1	
Syn-to-layout area delta	16.6	%
metal2 WL	71100	um
worst setup path startpoint	rd_addr1[2]	
H-tree level count	3	
cell type group with the largest total delay on the critical path	buffers and inverters	
logic depth of the worst path, buffers included	8	
worst voltage drop across the vdd grid	0.277	mV
violation tally from detailed-route iteration zero	2146	
All-Layer GR Usage	0.198	
highest metal layer with signal wires	met5	
floorplan row count	147	
stage delay of the slowest cell on the critical path	690	ps
number of maximum-capacitance violations	0	
clock slew at the register clock pins of the worst setup and hold paths	60	ps
Mapped Avg Cell Area	14.4	sq um
mapped cell area	48800	sq um
Root Buffer Master	sky130_fd_sc_hd__clkbuf_16	
critical path class	input pin to output port	
Ant. Diodes	0	
endpoint type of the worst setup path	output port	
worst-path maximum fanout	17	
dpl hpwl	90200	um
number of global-route vias before repair	32100	
sequential cell area fraction in the yosys report	0.630	
count of warnings emitted by yosys	1	
number of flip-flops and latches in the synthesized netlist	1024	
remaining max-slew budget at the tightest pin	0.367	
min Tclk post-route	4900	ps
cell-internal power	14100	uW
Met3 Wirelength	21800	um
# Cells Yosys	3386	
number of antenna violations at the first check in global routing	11	
RSZ-0062 raised after global routing	false	
max FFs per register	1024	
Final period util	0.961	
final number of hold-violating endpoints	0	
Max Fclk	204	MHz
hold bufs inserted after CTS	0	
Die Width	405	um
path category of the worst min-delay check	input pin to register	
Post-Route WL	155000	um
most frequent cells in the layout	sky130_fd_sc_hd__mux2i_1, sky130_fd_sc_hd__edfxtp_1, sky130_fd_sc_hd__nand3_1	
cell count after synthesis	3386	
max-slew violation total from the final report	0	
standard cell core area	161000	sq um
number of antenna-violating nets in the routed design	0	
Least-Margin Pin Slew	947	ps
[area by class of cell]
type	count	area, sq um
clock inverter	63	584
fill	15100	104000
multi-input combinational	2109	16800
tap	2160	2700
clock buffer	123	2590
sequential	1024	30700
timing repair buffer	298	3500
[metal layers]
metal  track usage  vias up
li1              -    13700
met5       0.00506        -
met1         0.239    15400
met3         0.116      335
met2         0.300     1738
met4        0.0609       26
[how the worst min path moves through the flow]
stage,startpoint,endpoint,cells after the start
final,wr_data[17],ram[29][17],2
after global routing,wr_data[12],ram[2][12],2
after CTS,wr_data[17],ram[29][17],2
[power by group through the flow]
stage | Clock (uW) | Sequential (uW) | Combinational, uW
6_report | 7280 | 9400 | 1820
5_1_grt | 7690 | 9410 | 1930
4_1_cts | 7380 | 9400 | 1810
[cells in the mapped netlist]
| cell | n | area share |
|---|---|---|
| sky130_fd_sc_hd__nand2b_1 | 4 | 0.00051 |
| sky130_fd_sc_hd__buf_4 | 47 | 0.0072 |
| sky130_fd_sc_hd__mux2i_1 | 1024 | 0.21 |
| sky130_fd_sc_hd__clkbuf_4 | 4 | 0.00062 |
| sky130_fd_sc_hd__nor2_1 | 35 | 0.0027 |
| sky130_fd_sc_hd__a22o_1 | 128 | 0.023 |
| sky130_fd_sc_hd__nand3_1 | 194 | 0.020 |
| sky130_fd_sc_hd__a31oi_1 | 64 | 0.0082 |
| sky130_fd_sc_hd__and2_1 | 2 | 0.00026 |
| sky130_fd_sc_hd__edfxtp_1 | 1024 | 0.63 |
| sky130_fd_sc_hd__or2_2 | 2 | 0.00026 |
| sky130_fd_sc_hd__buf_2 | 70 | 0.0072 |
| sky130_fd_sc_hd__buf_1 | 1 | 0.000077 |
| sky130_fd_sc_hd__or3b_2 | 3 | 0.00054 |
| sky130_fd_sc_hd__clkbuf_1 | 86 | 0.0066 |
| sky130_fd_sc_hd__buf_6 | 45 | 0.010 |
| sky130_fd_sc_hd__or3_1 | 1 | 0.00013 |
| sky130_fd_sc_hd__a21oi_1 | 192 | 0.020 |
| sky130_fd_sc_hd__a22oi_1 | 192 | 0.030 |
| sky130_fd_sc_hd__nor2b_1 | 4 | 0.00051 |
| sky130_fd_sc_hd__nand3b_1 | 5 | 0.00077 |
| sky130_fd_sc_hd__nor3_1 | 64 | 0.0066 |
| sky130_fd_sc_hd__nand2_1 | 195 | 0.015 |
[stage by stage]
stage	total power, uW	hold WS, ps	worst slack, ps	util
floorplan	10500	1120	1650	-
global placement	11400	1850	247	0.334
detailed placement	11400	1850	217	0.334
CTS	18600	1100	206	0.354
global route	19000	1160	132	0.354
finish	18500	1140	199	0.354
[cell families (layout without fill, tap and decap cells)]
logic type | Yosys count | after routing | share of synthesized area
AND/OR/NAND/NOR | 509 | 509 | 0.0471
AND-OR/OR-AND | 576 | 576 | 0.0804
multiplexers | 1024 | 1024 | 0.210
buffers and inverters | 253 | 484 | 0.0321
flip-flops | 1024 | 1024 | 0.630
Power is estimated from default activity; no workload was simulated.
