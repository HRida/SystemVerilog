==> /design/flow/design.v <==
package data_types;
  typedef enum logic [1:0] {
    ADD = 2'b00,
    SUB = 2'b01,
    MUL = 2'b10
  } sel_t;
  typedef enum logic {
    WITH_CARRY = 1'b1,
    NO_CARRY   = 1'b0
  } mode_t;
endpackage
interface adder_if();
  logic 		rstn;
  logic [7:0] 	a;
  logic [7:0] 	b;
  logic [7:0] 	sum;
  logic 		carry;
endinterface
interface clk_if();
  logic tb_clk;
  initial tb_clk <= 0;
  always #10 tb_clk = ~tb_clk;
endinterface
module true_dualport_mem #(
  parameter DATA_WIDTH=16,
  parameter ADDR_WIDTH=8
) (
  input logic clk,
  input logic [ADDR_WIDTH-1:0] addra,  
  input logic [DATA_WIDTH-1:0] dina,  
  input logic wea,  
  output logic [DATA_WIDTH-1:0] douta,  
  input logic [ADDR_WIDTH-1:0] addrb,  
  input logic [DATA_WIDTH-1:0] dinb,  
  input logic web,  
  output logic [DATA_WIDTH-1:0] doutb  
);
  logic [DATA_WIDTH-1:0] mem[0:(1<<ADDR_WIDTH)-1];
  always_ff @(posedge clk) begin
    if (wea) mem[addra] <= dina;
    douta <= mem[addra];
  end
  always_ff @(posedge clk) begin
    if (web) mem[addrb] <= dinb;
    doutb <= mem[addrb];
  end
endmodule : true_dualport_mem
module true_sync_fifo #(
  parameter DATA_WIDTH = 32,  
  parameter FIFO_DEPTH  = 16,  
  localparam ADDR_WIDTH = $clog2(FIFO_DEPTH)  
) (
  input  logic clk,         
  input  logic reset,       
  input  logic push,   
  input  logic [DATA_WIDTH-1:0] wr_data,  
  input  logic pop,   
  output logic [DATA_WIDTH-1:0] rd_data,  
  output logic fifo_full,   
  output logic fifo_empty   
);
  logic [ADDR_WIDTH-1:0] wr_ptr;   
  logic [ADDR_WIDTH-1:0] rd_ptr;   
  logic [ADDR_WIDTH-1:0] wr_ptr_nxt;   
  logic [ADDR_WIDTH-1:0] rd_ptr_nxt;   
  true_dualport_mem #(
    .DATA_WIDTH(DATA_WIDTH),
    .ADDR_WIDTH(ADDR_WIDTH)
  ) true_dualport_mem_dut (
    .clk(clk),
    .addra(wr_ptr),
    .dina(wr_data),
    .wea(~fifo_full & push),
    .douta(rd_data),
    .addrb(wr_ptr),
    .dinb(wr_data),
    .web(~fifo_full_b & push),
    .doutb(rd_data)
  );
  always_comb wr_ptr_nxt = wr_ptr + 1;
  always_ff @(posedge clk) begin
    if (reset) begin
      wr_ptr <= 0;
    end else begin
      if (~fifo_full & push) begin
        wr_ptr <= wr_ptr_nxt;   
      end
    end
  end
  always_comb rd_ptr_nxt = rd_ptr + 1;
  always_ff @(posedge clk) begin
    if (reset) begin
      rd_ptr <= 0;
      rd_data <= {DATA_WIDTH{1'b0}};
    end else begin
      if (~fifo_empty & pop) begin
        rd_ptr <= rd_ptr_nxt;   
      end
    end
  end
  always_comb fifo_full = (wr_ptr_nxt == rd_ptr);
  always_comb fifo_empty = (rd_ptr == wr_ptr);
endmodule : true_sync_fifo
==> /design/flow/run.sh <==
#!/bin/bash
# OpenROAD 26Q1-2900-gdf79404cd8, Yosys 0.63+post, stock flow scripts
make -C /OpenROAD-flow-scripts/flow DESIGN_CONFIG=/design/flow/config.mk WORK_HOME=/design/flow/orfs finish
==> /design/flow/config.mk <==
export PLATFORM = sky130hd
export DESIGN_NAME = true_sync_fifo
export DESIGN_NICKNAME = true_sync_fifo
export VERILOG_FILES = /design/flow/design.v
export SDC_FILE = /design/flow/constraint.sdc
export NUM_CORES = 4
export LEC_CHECK = 1
export CORE_AREA = 10 10 70 70
export DIE_AREA = 0 0 80 80
==> /design/flow/constraint.sdc <==
current_design true_sync_fifo

set clk_period 2.1
set clk_io_pct 0.2

create_clock -name clk0 -period $clk_period [get_ports {clk}]

set non_clock_inputs [all_inputs -no_clocks]
set_input_delay [expr $clk_period * $clk_io_pct] -clock clk0 $non_clock_inputs
set_output_delay [expr $clk_period * $clk_io_pct] -clock clk0 [all_outputs]
==> impl_metrics.xml <==
<?xml version="1.0" encoding="UTF-8"?>
<metrics>
  <group name="placement">
    <metric name="post_dp_hpwl" unit="mm">1.29</metric>
    <metric name="place_inst" unit="">150</metric>
    <metric name="pre_cts_slack" unit="ns">0.0795</metric>
    <metric name="place_congestion" unit="">0.818</metric>
    <metric name="place.port_buffers" unit="">5</metric>
    <metric name="placement.cell_area" unit="um2">837</metric>
  </group>
  <group name="worst_setup_path">
    <metric name="worst_path_largest_cell_delay" unit="ns">0.42</metric>
    <metric name="cp_data_required_time" unit="ns">1.68</metric>
    <metric name="critPathTopFamily" unit="">XOR/XNOR gates</metric>
    <metric name="crit_slowest_cell" unit="">sky130_fd_sc_hd__xnor3_1</metric>
    <metric name="worstSetupPathType" unit="">flop to primary output</metric>
    <metric name="worstPathCellList" unit="">ha_4 &gt; xnor3_1 &gt; and3_4 &gt; and2_4 &gt; buf_2</metric>
    <metric name="worstPathMaxFanout" unit="">3</metric>
    <metric name="cp-start-kind" unit="">flop</metric>
    <metric name="critical_path.endpoint_type" unit="">primary output</metric>
    <metric name="reg2reg_slack" unit="ns">0.14</metric>
    <metric name="arrival" unit="ns">1.62</metric>
    <metric name="critPathBufInv" unit="">1</metric>
  </group>
  <group name="yosys">
    <metric name="synth.area.top_cells" unit="">sky130_fd_sc_hd__buf_4 (30%), sky130_fd_sc_hd__dfxtp_1 (20%), sky130_fd_sc_hd__xor2_1 (4.4%), sky130_fd_sc_hd__xor2_2 (4.1%), sky130_fd_sc_hd__ha_1 (3.1%)</metric>
    <metric name="synth.top_cell.area_share" unit="">0.302</metric>
    <metric name="yosysWarnings" unit="">68</metric>
    <metric name="syn_inst" unit="">93</metric>
    <metric name="yosys.cell_types.count" unit="">33</metric>
    <metric name="synth.yosys.chip_area" unit="um2">795</metric>
    <metric name="netlist_top_cells_count" unit="">sky130_fd_sc_hd__buf_4 (32), sky130_fd_sc_hd__dfxtp_1 (8), sky130_fd_sc_hd__nand2_1 (5)</metric>
    <metric name="yosys.area.top_type" unit="">sky130_fd_sc_hd__buf_4</metric>
    <metric name="postSynthAreaPerCell" unit="um2">8.54</metric>
    <metric name="ys_seq_elements" unit="">8</metric>
    <metric name="ys_dominant_reg_cell" unit="">sky130_fd_sc_hd__dfxtp_1</metric>
    <metric name="combined_area_of_all_synthesized_cells" unit="um2">795</metric>
    <metric name="synth_sequential_area_ratio" unit="">0.202</metric>
    <metric name="ys_cells" unit="">93</metric>
    <metric name="asyncSetResetFlopFracSynth" unit="">0</metric>
    <metric name="synthMostInstantiatedCell" unit="">sky130_fd_sc_hd__buf_4</metric>
    <metric name="flip_flops_with_a_built_in_enable" unit="">0</metric>
  </group>
  <group name="cells_and_area">
    <metric name="area_growth" unit="%">17.6</metric>
    <metric name="layout-drive-gt1-share" unit="">0.252</metric>
    <metric name="instances_no_fill" unit="">157</metric>
    <metric name="post-route-cell-area" unit="um2">935</metric>
    <metric name="postLayoutCoreUtil" unit="">0.274</metric>
  </group>
  <group name="sta">
    <metric name="timing_worst_slew_pin_value" unit="ns">0.583</metric>
    <metric name="finClkSkew" unit="ns">0.00304</metric>
    <metric name="max_freq" unit="GHz">0.490</metric>
    <metric name="fin_crit" unit="ns">2.04</metric>
    <metric name="rsz_0062_raised_after_global_routing" unit="">no</metric>
    <metric name="layout_setup_ws" unit="ns">0.0582</metric>
    <metric name="final_setup_fails" unit="">0</metric>
    <metric name="final.period_utilization" unit="">0.972</metric>
    <metric name="finalHoldViolCount" unit="">0</metric>
    <metric name="finalHoldWorstSlack" unit="ns">0.522</metric>
    <metric name="slew_headroom" unit="">0.607</metric>
    <metric name="total_negative_setup_slacks" unit="ns">0</metric>
    <metric name="slew_violations" unit="">0</metric>
  </group>
  <group name="floorplanning">
    <metric name="number_of_core_rows" unit="">21</metric>
    <metric name="core_util_floorplan" unit="">0.233</metric>
    <metric name="chip_area" unit="um2">6400</metric>
    <metric name="die_x" unit="um">80</metric>
    <metric name="core_area" unit="um2">3420</metric>
    <metric name="num_io_pins" unit="">70</metric>
    <metric name="die_height" unit="um">80</metric>
  </group>
  <group name="job">
    <metric name="max_cap_violations" unit="">0</metric>
    <metric name="warnings" unit="">57</metric>
  </group>
  <group name="grt">
    <metric name="vias_in_the_first_global_route" unit="">671</metric>
    <metric name="global_route_wire_length_before_repair" unit="mm">2.90</metric>
    <metric name="antenna_violations_before_repair" unit="">0</metric>
    <metric name="gr-total-overflow" unit="">0</metric>
    <metric name="pin_count_of_the_biggest_net_entering_global_routing" unit="">11</metric>
    <metric name="global_route.usage.total" unit="">0.0521</metric>
  </group>
  <group name="power">
    <metric name="clkPwrFrac" unit="">0.142</metric>
    <metric name="share_comb_of_total_power" unit="">0.620</metric>
    <metric name="power.share.sequential" unit="">0.237</metric>
    <metric name="intPower" unit="mW">0.571</metric>
    <metric name="power_switching" unit="mW">0.326</metric>
    <metric name="power.switching_fraction" unit="">0.363</metric>
    <metric name="power.ir.vdd_worst" unit="uV">218</metric>
    <metric name="power.density_cell_area" unit="nW/um2">960</metric>
    <metric name="power_leakage" unit="nW">0.417</metric>
    <metric name="p_total" unit="mW">0.897</metric>
  </group>
  <group name="detailed_routing">
    <metric name="dr_wl_met2" unit="um">797</metric>
    <metric name="topRoutingLayerUsed" unit="">met4</metric>
    <metric name="routedWlPerCell" unit="um">10.9</metric>
    <metric name="drcViolationCount" unit="">0</metric>
    <metric name="routed_wirelength" unit="mm">1.71</metric>
    <metric name="antenna-diode-count" unit="">0</metric>
    <metric name="wirelength_met1" unit="um">816</metric>
    <metric name="via_count" unit="">603</metric>
    <metric name="via_per_inst" unit="">3.84</metric>
    <metric name="detail-route-antenna-nets" unit="">0</metric>
    <metric name="detailedRoute.firstIterationViolations" unit="">33</metric>
    <metric name="dr_wl_met3" unit="um">52</metric>
    <metric name="drt_first_pass_iters" unit="">4</metric>
  </group>
  <group name="cts">
    <metric name="number_of_clock_sinks_seen_by_cts" unit="">8</metric>
    <metric name="clk_pin_slew_worst_paths" unit="ns">0.06</metric>
    <metric name="tritoncts" unit="">done</metric>
    <metric name="worstSkewPairLatency" unit="ns">0.26</metric>
    <metric name="cts_max_level" unit="">1</metric>
    <metric name="clock_tree.buffer_depth" unit="">2</metric>
    <metric name="clock-root-buffer" unit="">sky130_fd_sc_hd__clkbuf_4</metric>
    <metric name="cts_inserted_buffers" unit="">3</metric>
  </group>
  <group name="worst_hold_path">
    <metric name="worstHoldPathType" unit="">flop to flop</metric>
  </group>
  <group name="outcome">
    <metric name="run_status" unit="">finished, final reports clean</metric>
  </group>
</metrics>
==> power by group through the flow <==
stage | logic, mW | clock network [mW] | registers [mW]
CTS | 0.556 | 0.130 | 0.213
global route | 0.614 | 0.141 | 0.217
finish | 0.556 | 0.128 | 0.213
==> cell type report <==
class | instances | area, um2
Fill cell | 365 | 2480
Multi-Input combinational cell | 80 | 543
Sequential cell | 8 | 163
Timing Repair Buffer | 18 | 141
Tap cell | 46 | 57.6
Clock buffer | 3 | 22.5
Inverter | 2 | 7.51
==> path summary, 6_finish.rpt <==
| kind | start | endpoint | cells after the start |
|---|---|---|---|
| worst max-delay path | wr_ptr[1] | fifo_full | 5 |
| worst max register to register | wr_ptr[0] | rd_ptr[1] | 7 |
| worst min-delay path | wr_ptr[3] | wr_ptr[3] | 2 |
| worst min register to register | wr_ptr[3] | wr_ptr[3] | 2 |
==> tightest hold or removal path, stage by stage, from the launching register on <==
cell and delay [ns]:
sky130_fd_sc_hd__dfxtp_1 0.34, sky130_fd_sc_hd__nand2_1 0.06, sky130_fd_sc_hd__a31oi_1 0.07
==> placed cells by master, fill, tap and decap left out, types with 2 or more instances in the layout <==
| master | n |
|---|---|
| sky130_fd_sc_hd__a31oi_1 | 3 |
| sky130_fd_sc_hd__nand3_1 | 2 |
| sky130_fd_sc_hd__o21ai_0 | 3 |
| sky130_fd_sc_hd__dfxtp_2 | 2 |
| sky130_fd_sc_hd__conb_1 | 32 |
| sky130_fd_sc_hd__or3_1 | 3 |
| sky130_fd_sc_hd__a21oi_1 | 2 |
| sky130_fd_sc_hd__xor2_1 | 4 |
| sky130_fd_sc_hd__clkbuf_4 | 3 |
| sky130_fd_sc_hd__inv_1 | 2 |
| sky130_fd_sc_hd__a41oi_1 | 2 |
| sky130_fd_sc_hd__nand2_1 | 5 |
| sky130_fd_sc_hd__clkdlybuf4s50_1 | 3 |
| sky130_fd_sc_hd__dfxtp_1 | 6 |
| sky130_fd_sc_hd__nor2_1 | 3 |
| sky130_fd_sc_hd__buf_4 | 13 |
==> logic make-up (layout without fill, tap and decap cells) <==
| group | after synthesis | in the layout | synth area share |
|---|---|---|---|
| adder cells (fa/ha/maj) | 2 | 2 | 0.0315 |
| buffers and inverters | 36 | 23 | 0.323 |
| AND/OR/NAND/NOR | 22 | 22 | 0.161 |
| XOR/XNOR | 9 | 9 | 0.135 |
| other | 1 | 32 | 0.00472 |
| flip-flops | 8 | 8 | 0.202 |
| AND-OR/OR-AND | 14 | 14 | 0.131 |
| multiplexers | 1 | 1 | 0.0126 |
==> registers in the layout, indices dropped and copies added (netlist names) <==
name    flops
wr_ptr      4
rd_ptr      4
==> repair_timing <==
| action | CTS | global route |
|---|---|---|
| gates resized | 13 | 0 |
| endpoints found under the hold margin | 0 | 0 |
| setup buffers | 4 | 0 |
| setup endpoints to repair | 2 | 0 |
| hold buffers | 0 | 0 |
==> per-layer routing <==
layer,vias to the layer above,GRT usage
met1,276,0.0702
met4,0,0.0123
met3,4,0.00568
li1,296,-
met5,-,0
met2,27,0.0867
Power and IR drop assume default switching activity.
