==> ./design.v <==
package data_types;
  typedef enum logic [1:0] {
    ADD = 2'b00,
    SUB = 2'b01,
    MUL = 2'b10
  } sel_t;
  typedef enum logic {
    WITH_CARRY = 1'b1,
    NO_CARRY   = 1'b0
  } mode_t;
endpackage
interface adder_if();
  logic 		rstn;
  logic [7:0] 	a;
  logic [7:0] 	b;
  logic [7:0] 	sum;
  logic 		carry;
endinterface
interface clk_if();
  logic tb_clk;
  initial tb_clk <= 0;
  always #10 tb_clk = ~tb_clk;
endinterface
typedef enum {
  STATE0,
  STATE1,
  STATE2
} State;
module moore_FSM (
  input logic clk,
  input logic reset,
  input logic [1:0] in,
  output logic [1:0] out
);
  State state, next_state;
  always_ff @(posedge clk) begin
    if (reset == 1'b1) begin
      state <= STATE0;
    end else begin
      state <= next_state;
    end
  end
  always_comb begin
    case (state)
      STATE0: begin
        out = 2'b00;
        next_state = (in==2'b01) ? STATE1 : STATE0;
      end
      STATE1: begin
        out = 2'b01;
        next_state = (in==2'b10) ? STATE2 : STATE0;
      end
      STATE2: begin
        out = 2'b10;
        next_state = (in==2'b11) ? STATE2 : STATE0;
      end
      default: begin
        out = 0;
        next_state = STATE0;
      end
    endcase
  end
endmodule
==> ./run.sh <==
#!/bin/bash
# OpenROAD 26Q1-2900-gdf79404cd8, Yosys 0.63+post, stock flow scripts
make -C /OpenROAD-flow-scripts/flow DESIGN_CONFIG=/design/flow/config.mk WORK_HOME=/design/flow/orfs finish
==> ./config.mk <==
export PLATFORM = sky130hd
export DESIGN_NAME = moore_FSM
export DESIGN_NICKNAME = moore_FSM
export VERILOG_FILES = /design/flow/design.v
export SDC_FILE = /design/flow/constraint.sdc
export NUM_CORES = 4
export LEC_CHECK = 1
export CORE_AREA = 10 10 70 70
export DIE_AREA = 0 0 80 80
==> ./constraint.sdc <==
current_design moore_FSM

set clk_period 1.3
set clk_io_pct 0.2

create_clock -name clk0 -period $clk_period [get_ports {clk}]

set non_clock_inputs [all_inputs -no_clocks]
set_input_delay [expr $clk_period * $clk_io_pct] -clock clk0 $non_clock_inputs
set_output_delay [expr $clk_period * $clk_io_pct] -clock clk0 [all_outputs]
==> flow_summary.html <==
<!-- implementation run metrics -->
<table>
<tr><th>Metric</th><th>Value</th></tr>
<tr><th colspan="2">Run status</th></tr>
<tr><td>Run status</td><td>completed</td></tr>
<tr><th colspan="2">Clock tree</th></tr>
<tr><td>Total number of clock tree sinks</td><td>3</td></tr>
<tr><td>Largest buffer count on any clock path</td><td>2</td></tr>
<tr><td>Clock root buffer</td><td>sky130_fd_sc_hd__clkbuf_4</td></tr>
<tr><td>Deepest level of the CTS H-tree</td><td>1</td></tr>
<tr><td>Register clock-pin slew on the reported worst setup and hold paths</td><td>0.04 ns</td></tr>
<tr><td>CTS tree</td><td>yes</td></tr>
<tr><td>Inserted Clock Buffers</td><td>3</td></tr>
<tr><td>Latest clock arrival within the worst-skew pair</td><td>0.23 ns</td></tr>
<tr><td>Post-CTS Hold Fix Bufs</td><td>0</td></tr>
<tr><th colspan="2">Floorplanning</th></tr>
<tr><td>Total core area</td><td>0.00342 mm2</td></tr>
<tr><td>Row cnt</td><td>21</td></tr>
<tr><td>Overall chip area</td><td>0.00640 mm2</td></tr>
<tr><td>Pre-Place Util</td><td>0.0399</td></tr>
<tr><td>Die X-Extent</td><td>80 um</td></tr>
<tr><td>Number of I/O pins</td><td>6</td></tr>
<tr><td>Die Y-Extent</td><td>80 um</td></tr>
<tr><th colspan="2">Power</th></tr>
<tr><td>PD cells</td><td>982 mW/mm2</td></tr>
<tr><td>Leakage dissipation</td><td>0.146 nW</td></tr>
<tr><td>VDD IR-drop max</td><td>0.000178 V</td></tr>
<tr><td>Cell-internal power</td><td>240 uW</td></tr>
<tr><td>Logic gate share of total power</td><td>0.129</td></tr>
<tr><td>Net switching share of the total power</td><td>0.206</td></tr>
<tr><td>Proportion of power drawn by the clock network</td><td>0.538</td></tr>
<tr><td>Register share of total power</td><td>0.332</td></tr>
<tr><td>Reported net switching power</td><td>62.1 uW</td></tr>
<tr><th colspan="2">Drt</th></tr>
<tr><td>Total vias in the final route</td><td>137</td></tr>
<tr><td>DRC violations left</td><td>0</td></tr>
<tr><td>Drt initial violations</td><td>6</td></tr>
<tr><td>Residual antenna-violating net count after detailed routing</td><td>0</td></tr>
<tr><td>Vias per cell</td><td>1.88</td></tr>
<tr><td>Routed len/inst</td><td>5.75 um</td></tr>
<tr><td>Diode insertion count for antenna repair</td><td>0</td></tr>
<tr><td>Detailed Routing Iterations Pass 1</td><td>2</td></tr>
<tr><td>Final wirelength</td><td>420 um</td></tr>
<tr><th colspan="2">Critical path</th></tr>
<tr><td>Highest-delay cell along the critical path</td><td>sky130_fd_sc_hd__clkdlybuf4s50_1</td></tr>
<tr><td>Crit path cell chain</td><td>clkdlybuf4s50_1 &gt; nand2b_1 &gt; a211o_1 &gt; a21o_1</td></tr>
<tr><td>Sum of buffers and inverters on the critical path</td><td>1</td></tr>
<tr><td>CP Class</td><td>in -&gt; reg</td></tr>
<tr><td>Cell family contributing the most delay on the critical path</td><td>AND-OR/OR-AND gates</td></tr>
<tr><td>Critical path capture point type</td><td>register</td></tr>
<tr><td>Crit path largest cell delay</td><td>0.42 ns</td></tr>
<tr><td>Req. time, crit path</td><td>1.42 ns</td></tr>
<tr><td>Startpoint type of the worst setup path</td><td>input pin</td></tr>
<tr><td>Worst Path Arrival</td><td>1.31 ns</td></tr>
<tr><td>Highest net fanout along the worst path</td><td>2</td></tr>
<tr><th colspan="2">Global routing</th></tr>
<tr><td>Number of antenna violations at the first check in global routing</td><td>0</td></tr>
<tr><td>Pin count of the biggest net entering global routing</td><td>4</td></tr>
<tr><td>Gr busiest metal</td><td>met3</td></tr>
<tr><td>Met1 global-route usage</td><td>0.0166</td></tr>
<tr><td>Global-route met3 utilization</td><td>0.0182</td></tr>
<tr><td>Number of global-route vias before repair</td><td>160</td></tr>
<tr><td>Overall global routing resource usage</td><td>0.0150</td></tr>
<tr><td>Fraction of met2 tracks used by global routing</td><td>0.0161</td></tr>
<tr><td>Global-route wire length before repair</td><td>724 um</td></tr>
<tr><td>Grt ovf</td><td>0</td></tr>
<tr><th colspan="2">Hold path</th></tr>
<tr><td>Path class of the lowest-slack min-delay path</td><td>reg -&gt; reg</td></tr>
<tr><th colspan="2">Final layout</th></tr>
<tr><td>Signed area change from the synthesized netlist to the final layout</td><td>126%</td></tr>
<tr><td>Fraction of layout instances using a drive strength above 1</td><td>0.370</td></tr>
<tr><td>Filler instances</td><td>399</td></tr>
<tr><td>Layout Cell Area excl Fill</td><td>308 um2</td></tr>
<tr><td>Most used cells in the layout excluding fill and tap cells</td><td>5 x sky130_fd_sc_hd__buf_4, 3 x sky130_fd_sc_hd__clkbuf_4, 3 x sky130_fd_sc_hd__clkdlybuf4s50_1</td></tr>
<tr><td>Max FFs per register</td><td>3</td></tr>
<tr><td>Registers with the most flip-flops</td><td>state (3)</td></tr>
<tr><td>Largest register by flop count</td><td>state</td></tr>
<tr><td>Most used logic cell in the final layout</td><td>sky130_fd_sc_hd__buf_4</td></tr>
<tr><th colspan="2">Placed design</th></tr>
<tr><td>Number of port buffers</td><td>5</td></tr>
<tr><td>DP Area</td><td>259 um2</td></tr>
<tr><td>Gpl congestion</td><td>0.712</td></tr>
<tr><th colspan="2">STA</th></tr>
<tr><td>Fin crit share</td><td>0.910</td></tr>
<tr><td>Tightest Pin Transition</td><td>0.125 ns</td></tr>
<tr><td>Time the worst path needs with I/O delays and setup</td><td>1.18 ns</td></tr>
<tr><td>Count of pins over their slew limit</td><td>0</td></tr>
<tr><td>Maximum clock skew at final layout</td><td>0.000570 ns</td></tr>
<tr><td>Max transition margin</td><td>0.914</td></tr>
<tr><td>Setup repair after global routing missed its margin</td><td>no</td></tr>
<tr><td>Final count of negative-setup-slack endpoints</td><td>0</td></tr>
<tr><td>Worst hold slack across all endpoints</td><td>0.489 ns</td></tr>
<tr><td>Top achievable clock speed</td><td>0.845 GHz</td></tr>
<tr><td>Final hold violations</td><td>0</td></tr>
<tr><th colspan="2">Synthesis</th></tr>
<tr><td>Netlist area before placement</td><td>136 um2</td></tr>
<tr><td>Part of the Yosys area used for sequential elements</td><td>0.440</td></tr>
<tr><td>Average cell area after synthesis</td><td>9.09 um2</td></tr>
<tr><td>Total number of yosys warnings</td><td>1</td></tr>
<tr><td>Post-synthesis instance total</td><td>15</td></tr>
<tr><td>Chip area from the yosys synthesis statistics</td><td>136 um2</td></tr>
<tr><td>Unique cell type count in the Yosys netlist</td><td>10</td></tr>
<tr><td>Number of cells in Yosys stat</td><td>15</td></tr>
<tr><td>Register bit total from synthesis</td><td>3</td></tr>
<tr><th colspan="2">Flow run</th></tr>
<tr><td>Max capacitance violation total</td><td>0</td></tr>
<tr><td>Tool warnings</td><td>25</td></tr>
</table>
-- what timing repair did --
| item | in CTS | in global routing |
|---|---|---|
| buffers inserted | 2 | 0 |
| setup endpoints to repair | 2 | 2 |
| resized | 2 | 2 |
-- cell type report --
cell class / count / area, um2 / share of cell area
Multi-Input combinational cell: 10 / 68.8 / 0.224
Clock buffer: 4 / 26.3 / 0.0854
Tap cell: 46 / 57.6 / 0.187
Timing Repair Buffer: 10 / 92.6 / 0.301
Sequential cell: 3 / 62.6 / 0.203
-- synthesized netlist by cell type --
cell / number / share of area
sky130_fd_sc_hd__o21ai_1: 1 / 0.037
sky130_fd_sc_hd__nand2b_1: 1 / 0.046
sky130_fd_sc_hd__clkbuf_1: 2 / 0.055
sky130_fd_sc_hd__nor2_1: 1 / 0.027
sky130_fd_sc_hd__a211o_1: 1 / 0.064
sky130_fd_sc_hd__mux2i_1: 1 / 0.073
sky130_fd_sc_hd__nor2b_1: 2 / 0.092
sky130_fd_sc_hd__dfxtp_1: 3 / 0.44
sky130_fd_sc_hd__a21o_1: 1 / 0.055
sky130_fd_sc_hd__nor3b_1: 2 / 0.11
-- path summary, 6_finish.rpt --
path         startpoint       end  slack [ns]  cells past startpoint
min            state[0]  state[2]        0.49                      1
max reg2reg    state[2]  state[0]        0.33                      3
min reg2reg    state[0]  state[2]        0.49                      1
max               in[1]  state[0]        0.12                      4
-- routing by layer --
metal | wire (um) | vias up | share of wire
li1 | - | 73 | -
met1 | 160 | 55 | 0.38
met2 | 156 | 7 | 0.37
met3 | 94 | 2 | 0.22
met4 | 8 | 0 | 0.019
met5 | 0 | - | 0
-- stage by stage --
stage	setup TNS [ns]	total power, mW	setup WS (ns)	instances	utilization
final	0	0.302	0.117	73	0.0901
after global routing	0	0.332	0.0534	73	0.0901
after CTS	0	0.313	0.0189	73	0.0886
after detailed placement	-0.115	0.138	-0.115	67	0.0758
after global placement	-0.105	0.138	-0.105	67	0.0758
after floorplan	0	0.116	0.352	15	-
-- kinds of logic after synthesis --
kind of cell           after synthesis  synth area share
AOI/OAI and AO/OA                    3             0.156
buffers and inverters                2            0.0551
and+or+nand+nor                      6             0.275
DFF                                  3             0.440
muxes                                1            0.0734
-- power by group through the flow --
stage / clock (mW) / sequential, mW / combinational (mW)
final: 0.163 / 0.100 / 0.0391
after global routing: 0.187 / 0.101 / 0.0441
after CTS: 0.173 / 0.100 / 0.0397
No activity file was given, so power comes from the tool's default toggle rates.
